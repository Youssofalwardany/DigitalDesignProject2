--- flow/design.v ---
`timescale 1ns / 1ps
module Adder (
  input [13:0] a,
  input [13:0] b,
  input cin,
  output [14:0] sum,
  output cout
);
  wire [13:0] carry;
  generate
    genvar i;
    for (i = 0; i < 14; i = i + 1) begin
      if (i == 0) begin
        full_adder FA(a[i], b[i], cin, sum[i], carry[i+1]);
      end else begin
        full_adder FA(a[i], b[i], carry[i-1], sum[i], carry[i]);
      end
    end
  endgenerate
  assign cout = carry[13];
endmodule
module full_adder (
  input a,
  input b,
  input cin,
  output sum,
  output carry
);
  assign sum = a ^ b ^ cin;
  assign carry = (a & b) | (a & cin) | (b & cin);
endmodule
--- flow/run.sh ---
#!/bin/bash
# OpenROAD 26Q1-2900-gdf79404cd8, Yosys 0.63+post, stock flow scripts
make -C /OpenROAD-flow-scripts/flow DESIGN_CONFIG=/design/flow/config.mk WORK_HOME=/design/flow/orfs finish
--- flow/config.mk ---
export PLATFORM = sky130hd
export DESIGN_NAME = Adder
export DESIGN_NICKNAME = Adder
export VERILOG_FILES = /design/flow/design.v
export SDC_FILE = /design/flow/constraint.sdc
export NUM_CORES = 4
export LEC_CHECK = 1
export CORE_AREA = 10 10 70 70
export DIE_AREA = 0 0 80 80
--- flow/constraint.sdc ---
current_design Adder

set clk_period 4.8
set clk_io_pct 0.2

create_clock -name clk0 -period $clk_period

set non_clock_inputs [all_inputs -no_clocks]
set_input_delay [expr $clk_period * $clk_io_pct] -clock clk0 $non_clock_inputs
set_output_delay [expr $clk_period * $clk_io_pct] -clock clk0 [all_outputs]
==> CHANGELOG.md <==
### Implementation results

- Slew Viols, Final: 0
- Pint: about 0.058 mW
- Pwr dens: 107 nW/um2
- Pre-CTS setup slack: -2.79 ns
- DRT Pass-1 Iters: 2
- Cell area leaders: fa_1, buf_4, inv_1
- Ys Warns: 3
- Mapped Area: 414 um2
- Mean Syn Cell Area: ~11 um2
- Die X: ~80 um
- Top-area cell share: 0.628
- Final period util: 1.39
- Max Fanout on Critical Path: 1
- Synth Seq Share: 0
- Row Count: 21
- Violated checks: setup timing
- Total wire length: approximately 1300 um
- GRT overflow: 0
- Layout cells sized above 1: 0.409
- Status: finished with violations
- Post-route minimum period: approximately 6.7 ns
- ANT nets after route: 0
- All-Layer GR Usage: 0.0354
- DR vias: 341
- Clk pwr share: 0
- WL per Instance: between 10 and 15 um
- Net Sw Frac: 0.313
- Hold Path Class: input port to output port
- Most numerous cell in the Yosys netlist: buf_4
- Placed Instances: 112
- First-pass GRT wire length: about 1800 um
- Final Hold Slack: around 2.7 ns
- Flops: 0
- Cell Count, Final, Fillers Out: 112
- Most repeated library cell on the critical path: fa_2
- Combinational fraction of design power: 1.000
- Reg area: 0 um2
- IO buf count: around 41
- Vias/cell: 3.04
- Sw Pwr: 0.0265 mW
- Hold Fails Final Rpt: 0
- Max Cap Viol: 0
- Final TNS setup: -8.04 ns
- Placer Congestion: 0.782
- Core area: around 3400 um2
- Ant diodes: 0
- Drt initial violations: 1
- Highest-delay cell along the critical path: fa_1
- Gate Count Post-Synth: 39
- DP HPWL: between 1000 and 1500 um
- Clk_buf instances: 0
- Ys cells: 39
- Synth unique cells: 4
- CP startpoint kind: input port
- RSZ-0062 raised after global routing: yes
- Leak: 0.315 nW
- DIE AREA: between 6000 and 7000 um2
- Initial antenna violation count: 0
- Synth cell count leaders: buf_4, fa_1, inv_1
- # IOs: between 40 and 50
- Drt drc: 0
- Critical Path RT: roughly 3.8 ns
- CP arrival: ~5.7 ns
- Tool warnings: 37
- Max IR drop VDD: 0.0345 mV
- Largest stage delay on the critical path: ~0.40 ns
- Final instance area: between 700 and 800 um2
- Chip area in the Yosys report: 414 um2
- Post-layout util: 0.232
- Vias in the first global route: between 300 and 400
- FP Core Util: 0.121
- Total power: 0.0848 mW
- CP Capture Type: output port
- Fill count: about 370
- Register share of total power: 0
- Placed inst area: roughly 800 um2
- Worst-path cell chain: buf_8, inv_12, fa_2, inv_2, fa_2, fa_2, fa_2, fa_2, fa_2, fa_2, fa_2, fa_2, fa_2, fa_2, fa_2, inv_2, fa_1, inv_1, buf_2
- Die H: 80 um
- Pin count of the biggest net entering global routing: 2
- Crit Path Category: input port to output port
- Final setup viols: 7
- Final setup margin: -1.89 ns
- Hold Buf Count CTS: 0
- Achievable frequency: ~0.15 GHz
- Yosys top cell by area: fa_1
- Area Overhead vs Synth: 91.2%
## power groups by stage
| stage | Combinational (mW) | Clock, mW | Sequential, mW |
|---|---|---|---|
| final | 0.0848 | 0 | 0 |
| after global routing | 0.0959 | 0 | 0 |
| after CTS | 0.0893 | 0 | 0 |
## repair_timing
item	4_1_cts	5_1_grt
gates resized	43	2
hold endpoints to repair	0	0
buffers inserted	0	0
cloned	0	0
pin swaps	13	13
setup endpoints to repair	10	9
## kinds of logic (layout without fill, tap and decap cells)
group / count (synthesis) / after routing / share of synthesized area
adder cells (fa/ha/maj): 13 / 13 / 0.628
buffers and inverters: 25 / 51 / 0.363
other: 1 / 2 / 0.00905
## final timing paths
path	start	endpoint	slack [ns]	depth (start not counted)
setup / recovery	a[0]	sum[13]	-1.89	19
hold / removal	b[0]	sum[0]	2.66	5
## final cells by class
type | count | area, um2 | share of cell area
repair buffers | 41 | 379 | 0.479
multi-input cells | 15 | 298 | 0.376
inverters | 10 | 57.6 | 0.0727
well taps | 46 | 57.6 | 0.0727
## critical path: cells and delay by family
kind                       cells  cell delay [ns]
buffers and inverters          6             0.39
adders and majority gates     13             4.37
## metal layers
metal  vias up  GRT usage  part of all wire
met5         -          0                 0
met4         0          0                 0
met3         0     0.0409              0.30
met2        41     0.0377              0.30
met1       157     0.0467              0.40
li1        143          -                 -
## placed cells by master (no fill, tap or decap), drive strengths merged
cell,n
conb,2
clkdlybuf4s50,28
dlygate4sd2,3
fa,13
buf,10
inv,9
clkinv,1
No activity file was given, so power comes from the tool's default toggle rates.
