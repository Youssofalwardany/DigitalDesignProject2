==> design.v <==
`timescale 1ns / 1ps
module shift_left_register(
    input clk,
    input load_en,
    input shift_en,
    input [N-1:0] data_in,
    output reg [N-1:0] data_out
);
parameter N = 14;
always @(posedge clk) begin
    if (load_en) begin
        data_out <= data_in;
    end else if (shift_en) begin
        data_out <= {data_out[N-2:0], 1'b0};
    end
end
endmodule
==> run.sh <==
#!/bin/bash
# OpenROAD 26Q1-2900-gdf79404cd8, Yosys 0.63+post, stock flow scripts
make -C /OpenROAD-flow-scripts/flow DESIGN_CONFIG=/design/flow/config.mk WORK_HOME=/design/flow/orfs finish
==> config.mk <==
export PLATFORM = sky130hd
export DESIGN_NAME = shift_left_register
export DESIGN_NICKNAME = shift_left_register
export VERILOG_FILES = /design/flow/design.v
export SDC_FILE = /design/flow/constraint.sdc
export NUM_CORES = 4
export LEC_CHECK = 1
export CORE_AREA = 10 10 76 76
export DIE_AREA = 0 0 86 86
==> constraint.sdc <==
current_design shift_left_register

set clk_period 1.8
set clk_io_pct 0.2

create_clock -name clk0 -period $clk_period [get_ports {clk}]

set non_clock_inputs [all_inputs -no_clocks]
set_input_delay [expr $clk_period * $clk_io_pct] -clock clk0 $non_clock_inputs
set_output_delay [expr $clk_period * $clk_io_pct] -clock clk0 [all_outputs]
==> run summary <==
Physical implementation status

The number of hold violations in the final report stands at 0. The area added between synthesis and finish stands at 65.5%. STA shows the worst reg2reg path with a cell count of 1. The share of synthesized registers carrying an async set or reset stands at 0%. In this run, the synthesized area fraction spent on adder and majority cells is recorded as 0%. For the pin with the worst max-slew slack, the measured transition is 0.140 ns. According to the I/O placement log, the pin count is 31. The area fraction in and, or, nand and nor cells stands at 2.14%.

STA classifies the critical path endpoint as an output pin. Once placement finished, the instance area stood at 1020 sq um. The time the final worst path needs with I/O delays and setup stands at 1.45 ns. The share of the cycle needed by the critical path after routing stands at 80.4%. The mapped netlist covers 642 sq um. The fraction of the mapped netlist area in compound gates stands at 0%. Grouping stages by cell kind, the critical path spends the most delay in buffers and inverters. In this run the number of cells on the critical path is 1. For this configuration, the core starts out at a cell density of 15.6%. In this run the biggest area consumer among cell types represents 65.5% of the synthesized area.

The synthesized instance count is 31. The height of the die stands at 86 um. The global router's overall resource usage stands at 3.82%. The number of pins with negative max-slew slack in the final report stands at 0. The per-instance average area after synthesis stands at 20.7 sq um. The startpoint identified for the worst register-to-register timing path is data_out[3]. The wire length of the first global-routing pass stands at 2190 um. The run finished with clean final reports.

The final weighted congestion recorded by global placement is 0.713. Detailed placement finished with a half-perimeter wire length of 1230 um. For reference, the most critical setup path is categorized as flop to output pin. The largest clock skew in the final design stands at 0.00115 ns. According to the floorplan report, the die width is 86 um. The longest individual stage delay on the worst path stands at 0.48 ns.

The report lists the cells along the critical path as clkdlybuf4s50_1. The maximum buffer depth of the clock tree stands at 2. The registers reported with the highest flop counts are data_out x14.

The final timing report counts setup violations totalling 0. Yosys reports that the most numerous cell types are edfxtp_1 (14), mux2_4 (8), mux2_2 (5). The final design instance area without fill stands at 1060 sq um. The routed layout has 382 vias. The detailed router's first-iteration violation count stands at 27. Per the CTS log, the maximum H-tree level is 1. The synthesized netlist was found by Yosys to have 31 cells.

The total wirelength of the detailed-routed design stands at 1480 um. The number of antenna violations at the first check in global routing was 0. 0 antenna diodes ended up in the layout. Per STA, the startpoint of the critical path is data_out[3].

In the Yosys report, the sequential cells make up 65.5% of the chip area. Setup repair after global routing left no endpoint under its margin. The number of setup buffers added after CTS stands at 0. The headroom to the max-slew limit stands at 90.7%. The site row count stands at 23. Of the total synthesized cell area, the portion taken by XOR and XNOR cells is 0%. Among all stages on the critical path, the largest delay is contributed by clkdlybuf4s50_1. After synthesis, the cell types taking the most area are edfxtp_1 (65%), mux2_4 (19%), mux2_2 (8.8%). TritonCTS built the clock tree. The buffer and inverter count on the worst path stands at 1. The leakage dissipation stands at 0.397 nW.

The share of final-layout standard cells stronger than drive strength 1 stands at 30.8%. The arrival time of the worst setup path stands at 1.09 ns. The later-pin clock latency in the skew report stands at 0.23 ns. Clock tree synthesis selected as its root buffer the cell clkbuf_8.

The number of hold buffers added after CTS stands at 0. The maximum fanout along the worst path stands at 2. The total overflow left after global routing is 0. The first TritonRoute pass finished after 2 iterations. The flip-flop count of the largest register, all copies and words added stands at 14. Entering global routing, the biggest net connects 16 pins. TritonCTS created 3 clock buffers. The ratio of routed vias to standard cells stands at 3.32. Per STA, the endpoint of the critical path is data_out[3]. The worst reg-to-reg setup slack stands at 0.86 ns. The upper clock frequency limit stands at 691 MHz. Among all cell types in the netlist, the one instantiated most often is edfxtp_1. The areal power density over the cells stands at 770 nW/um^2.

The via count of the first global-routing pass stands at 431. The core outline area stands at 4120 sq um. Multiplexer cells account for 27.5% of the synthesized area. The sum of negative setup slack stands at 0 ns. The remaining routing DRC violations stands at 0. The routed design shows a wire length per standard cell of 12.8 um.

The synthesis stat section lists a flop and latch total of 14. The post-route utilization of the core is recorded as 25.8%. The number of input and output port buffers inserted stands at 30. The run reported a max-capacitance violation count of 0.

The tree built by TritonCTS fans out to 14 sinks. Nets still carrying antenna violations after routing amount to 0. Warnings reported by Yosys during synthesis add up to 1. Post-synth the commonest register cell is edfxtp_1. In this run the critical register-to-register path is captured at data_out[4]. According to the hold report, the worst path is of the flop to flop type. Looking at area per cell type in the netlist, the leader is edfxtp_1. The post-synthesis cell type count stands at 7. The synthesis run identifies the leading combinational cell family as multiplexers. The count of flip-flops with a built-in enable after synthesis stands at 14. On the reported timing paths, the clock transition at the registers reads 0.05 ns. The stage-log warning count stands at 25.

The required time at the worst endpoint is listed as 1.44 ns. Counting flops per register, the top entry is data_out. According to the floorplan report, the total die area is 7400 sq um. The yosys stat chip area stands at 642 sq um. The largest voltage drop on the vdd net stands at 0.000286 V. In this run, post-CTS repair resized a total of 0 instances.

The worst setup path is launched from a flop.
## metal layers
metal  part of all wire [%]  track usage [%]  up-vias
li1                       -                -      186
met1                     41             4.26      175
met2                     44             5.61       19
met3                     15             3.43        2
met4                   0.27            0.150        0
met5                      0                0        -
## cells in the final DEF, fill, tap and decap left out, drive strengths merged
cell,Yosys,final
and2,1,1
mux2,13,13
clkbuf,0,3
buf,2,3
edfxtp,14,14
clkdlybuf4s50,0,30
or2,1,1
## stage by stage
| step | cells | hold WS [ns] | power, W | setup slack [ns] |
|---|---|---|---|---|
| 3_5_place_dp | 112 | 0.570 | 0.000593 | 0.117 |
| 6_report | 115 | 0.577 | 0.000818 | 0.352 |
| 3_3_place_gp | 112 | 0.568 | 0.000592 | 0.139 |
| 2_1_floorplan | 31 | 0.525 | 0.000473 | 0.470 |
| 4_1_cts | 115 | 0.583 | 0.000835 | 0.338 |
| 5_1_grt | 115 | 0.601 | 0.000863 | 0.294 |
## worst min-delay path by stage
stage | depth (start not counted) | slack (ns) | end | from
CTS | 1 | 0.58 | data_out[8] | data_out[7]
global route | 1 | 0.60 | data_out[13] | data_out[12]
finish | 1 | 0.58 | data_out[1] | data_out[0]
## power breakdown
part / switching [W] / internal (W) / total [W] / leakage, nW
Clock: 0.0000900 / 0.000147 / 0.000237 / 0.0216
Sequential: 0.0000173 / 0.000403 / 0.000420 / 0.143
Combinational: 0.0000322 / 0.000129 / 0.000161 / 0.232
Total: 0.000140 / 0.000679 / 0.000818 / 0.397
## area by class of cell
| cell class | count | area (sq um) |
|---|---|---|
| flip-flops and latches | 14 | 420 |
| fillers | 424 | 3050 |
| repair buffers | 33 | 348 |
| well taps | 50 | 62.6 |
| multi-input cells | 15 | 190 |
| clock buffers | 3 | 41.3 |
## cells by family after synthesis
| group | count (synthesis) |
|---|---|
| mux | 13 |
| buf+inv | 2 |
| flops | 14 |
| simple gates | 2 |
No activity file was given, so power comes from the tool's default toggle rates.
