**/design/flow/config.mk**
```make
export PLATFORM = sky130hd
export DESIGN_NAME = pushbutton_detector
export DESIGN_NICKNAME = pushbutton_detector
export VERILOG_FILES = /design/flow/design.v
export SDC_FILE = /design/flow/constraint.sdc
export NUM_CORES = 4
export LEC_CHECK = 1
export CORE_UTILIZATION = 40
```
**/design/flow/constraint.sdc**
```tcl
current_design pushbutton_detector

set clk_period 5.2
set clk_io_pct 0.2

create_clock -name clk0 -period $clk_period [get_ports {clk}]

set non_clock_inputs [all_inputs -no_clocks]
set_input_delay [expr $clk_period * $clk_io_pct] -clock clk0 $non_clock_inputs
set_output_delay [expr $clk_period * $clk_io_pct] -clock clk0 [all_outputs]
```
**/design/flow/design.v**
```verilog
`timescale 1ns / 1ps
module BinaryCounter #(parameter x = 3 , parameter n = 3)
(input clk, reset, output [x-1:0]count, input en);
reg [x-1:0] count;
always @(posedge clk, posedge reset) begin
 if (reset == 1)
 count <= 0;  
 else
 begin
     if(en == 1)
         begin
         if(count == n-1)
             count <= 0;
         else
             count <= count + 1;  
         end
    end
end
endmodule
`timescale 1ns / 1ps
module clockDivider #(parameter n = 50000000)
(input clk, rst, output reg clk_out);
wire [31:0] count;
BinaryCounter #(32, n) counter(.clk(clk), .reset(rst), .count(count), .en(1));
always @ (posedge clk, posedge rst) begin
    if (rst)  
        clk_out <= 0;
    else if (count == n-1)
        clk_out <= ~ clk_out;
end
endmodule
`timescale 1ns / 1ps
module debouncer(input clk, rst, in, output out);
reg q1,q2,q3;
always@(posedge clk, posedge rst) begin
 if(rst == 1'b1) begin
 q1 <= 0;
 q2 <= 0;
 q3 <= 0;
 end
 else begin
 q1 <= in;
 q2 <= q1;
 q3 <= q2;
 end
end
assign out = (rst) ? 0 : q1&q2&q3;
endmodule
`timescale 1ns / 1ps
module exp2lab8(input clk, rst, x, output y);
reg[1:0] state, nextstate;
parameter [1:0] A = 2'b00, B= 2'b01, C=2'b10;
always @(*) begin
case(state)
A: if (x == 0) nextstate = A; 
else nextstate = B;
B: if (x == 0) nextstate = A;
else nextstate = C;
C: if (x == 0) nextstate = A;
else nextstate = C;
default: nextstate = A;
endcase
end
always @ (posedge clk, posedge rst) begin
if (rst)
state <= A;
else
state <= nextstate;
end
assign y = rst?0: (state ==B);
endmodule
`timescale 1ns / 1ps
module pushbutton_detector(input clk, rst, x, output  pulse);
wire clkout;
clockDivider #(500000)clock(clk, rst, clkout);
wire debOut;
debouncer deb(clkout, rst, x, debOut);
wire out2;
synch syn(clkout, rst, debOut, out2);
exp2lab8 rising(clkout, rst, out2, pulse);
endmodule
`timescale 1ns / 1ps
module synch(input clk, rst, in, output out);
reg out, q1,q2;
always@(posedge clk, posedge rst) begin
 if(rst == 1'b1) begin
 q1 <= 0;
 q2 <= 0;
 end
 else begin
 q1 <= in;
 out <= q1;
 end
end
endmodule
```
**/design/flow/run.sh**
```bash
#!/bin/bash
# OpenROAD 26Q1-2900-gdf79404cd8, Yosys 0.63+post, stock flow scripts
make -C /OpenROAD-flow-scripts/flow DESIGN_CONFIG=/design/flow/config.mk WORK_HOME=/design/flow/orfs finish
```
==> reports/qor.yml <==
status: "finished, final reports clean"
warnings: 25
untimed_endpoints: 9
cp-end-kind: "primary output"
start_kind: "input pin"
antenna_found_initial: 0
fin_skew_ps: 1.24
fp.dieW_um: 68.8
arrival_ps: 2170
gr-usage-met2: 0.224
clkLatencyLatePin_ps: 270
unclocked_pins: 8
max_slew_margin: 0.409
crit_path_end: "pulse"
core.rowCount: 23
r2r-end: "clock.counter.count[28]"
mi_logic_area_um2: 719
drv_slew: 0
grt_pass1_vias: 1122
post_synth_instance_area_mm2: 0.00178
area_delta_synth_final_pct: 10.9
diodes: 0
synth_cell_type_count: 27
io_buffers: 3
num_vias: 1172
placed_area_mm2: 0.00187
vias_per_cell: 5.38
grt_max_degree: 43
drt.antenna.violating_nets: 0
rr_worst_depth: 5
rsz0062_at_grt: "false"
yosysChipArea_mm2: 0.00178
die_area_mm2: 0.00473
finalCritPeriodShare: 0.617
cts_setup_buffers: 0
layout-drive-gt1-share: 0.0655
post_drt_wl_per_cell_um: 13.2
cp_max_fo: 2
cts-root-buf: "clkbuf_8"
h-tree-depth: 2
worstMarginPinSlew_ps: 880
layout_top_cell: "dfrtp_1"
synthArstFlopShare: 0.976
drt-total-wl_mm: 2.87
ir_drop_uv: 186
startpoint: "rst"
cts_tree: "built"
final.fill_count: 384
gr-total-overflow: 0
ys_ff: 41
required_ps: 4160
core_region_area_mm2: 0.00414
flop_cell: "dfrtp_1"
busiest_layer: "met1"
regArea_mm2: 0.00103
die_h_um: 68.8
grt_pass1_wl_mm: 5.13
synth_stat.cells: 160
cts_resized: 0
path_class: "input pin to primary output"
leakagePower_nw: 0.873
numCtsBuffers: 5
finalSetupViolCount: 0
r2r_slack_ps: 3210
r2r-start: "clock.counter.count[0]"
max_freq_ghz: 0.312
grt_use_met1: 0.249
syn_avg_cell_area_um2: 11.1
ys.warnings.count: 6
hold_class: "flop to flop"
first_pass_iters: 5
layout_top_cells: "dfrtp_1 (39), xnor2_1 (18), nand4_1 (12)"
fin_util: 0.477
drc_errors: 0
syn_inst: 160
io_pins: 4
initial_utilization: 0.430
use_met3: 0.0267
edf_count: 1
place.gp.congestion: 0.814
design_area_mm2: 0.00198
drt_iter0_markers: 73
fin_crit_ps: 3210
grt.total_usage: 0.151
ys_seq_frac: 0.579
hold_violations: 0
drv_cap: 0
clk_pin_slew_worst_paths_ps: 60
timing.setup.tns_ps: 0
cts_hold_repair.buffers: 0
clk_path_buf_depth: 2
dp_hpwl_mm: 1.96
pwr_density_cell_mw_per_mm2: 246
==> synth_stat cells, types with 3 or more instances <==
master / n / share of area
dfrtp_1: 39 / 0.55
xnor2_1: 18 / 0.088
nand4_1: 12 / 0.042
nor2_1: 10 / 0.021
nand3_1: 9 / 0.025
nand2_1: 8 / 0.017
xor2_1: 8 / 0.039
nor4_1: 7 / 0.025
and3_1: 6 / 0.021
a21oi_1: 5 / 0.014
and4_1: 5 / 0.025
and2_1: 4 / 0.014
inv_1: 4 / 0.0084
o21ai_0: 4 / 0.011
clkbuf_1: 3 / 0.0063
nor3_1: 3 / 0.0084
or3_1: 3 / 0.011
or4_1: 3 / 0.013
==> critical path, stage by stage <==
cell             delay [ps]
clkdlybuf4s50_1         420
nor3b_1                 200
clkdlybuf4s50_1         500
==> registers in the layout, indices dropped and copies added (netlist names) <==
register             cells
clock.clk_out            1
deb.q2                   1
deb.q1                   1
clock.counter.count     32
rising.state             3
syn.out                  1
deb.q3                   1
syn.q1                   1
==> how the worst min path moves through the flow <==
stage | startpoint | endpoint | slack, ps | cells after the start
4_1_cts | clock.counter.count[31] | clock.counter.count[31] | 490 | 1
5_1_grt | clock.counter.count[31] | clock.counter.count[31] | 500 | 1
6_report | clock.counter.count[31] | clock.counter.count[31] | 480 | 1
==> per-stage QoR <==
step	cells	power [mW]	hold WS (ps)	setup WS, ps
finish	218	0.487	485	1990
global route	218	0.504	495	1950
floorplan	160	0.266	447	3020
CTS	218	0.495	490	1980
detailed placement	211	0.271	466	1980
global placement	211	0.270	467	2050
==> kinds of logic after synthesis <==
| family | count (synthesis) | synth area share |
|---|---|---|
| buffers and inverters | 8 | 0.0175 |
| AOI/OAI and AO/OA | 10 | 0.0295 |
| DFF | 41 | 0.579 |
| adders and majority gates | 1 | 0.00702 |
| xor gates and xnor gates | 26 | 0.128 |
| and+or+nand+nor | 74 | 0.239 |
==> metal layers <==
| layer | wire (um) | up-vias |
|---|---|---|
| met5 | 0 | - |
| met4 | 46 | 0 |
| met3 | 81 | 5 |
| met2 | 1240 | 16 |
| met1 | 1510 | 569 |
| li1 | - | 582 |
==> power breakdown <==
part           leakage (nW)  internal, mW  switching, mW  total (mW)
combinational         0.273       0.00203        0.00619     0.00822
clock                0.0540         0.139         0.0833       0.222
sequential            0.546         0.257              0       0.257
==> final cells by class <==
class	instances	share of cell area
Clock inverter	2	0.0177
Inverter	4	0.00759
Multi-Input combinational cell	111	0.364
Sequential cell	41	0.522
Tap cell	50	0.0316
Clock buffer	5	0.0348
Timing Repair Buffer	5	0.0228
Power figures rest on the tool's default switching activity, not on a simulated workload.
